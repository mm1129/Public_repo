==> design/flow/design.v <==
`timescale 1ns / 1ps
module fsqrt(
    input logic sys_clk,
    input logic rstn,
    input logic stage1_valid,
    input  logic [31:0] x,
    output logic [31:0] y,
    output logic [0:0]  out_valid
);
    logic [0:0] stage2_valid;
    logic [0:0] stage3_valid;
    reg [0:0] stage12_valid;
    reg [0:0] stage23_valid;
    reg [0:0] stage34_valid;
    logic [31:0] stage2_x;
    logic [31:0] stage3_x;
    reg [31:0] stage12_x;
    reg [31:0] stage23_x;
    logic [31:0] stage3_y;
    reg [31:0] stage34_y;
    logic [9:0]  addr;
    logic [35:0] dout;
    logic [35:0] data_from_coe;
    (* ram_style = "block" *) 
    reg [35:0] fsqrt_coe [1023:0]; 
    initial begin
        $readmemb("C:/Users/admin/Desktop/UTokyo/3A/CPU_ex/FPU/FPU_total_version/coefficient files/fsqrt_data_binary_ascii.txt", fsqrt_coe);
    end
    always_ff @(posedge sys_clk) begin
        dout <= fsqrt_coe[addr];
    end
    assign data_from_coe = dout;
    assign addr = (x[23:23] == 1'b0) ? {1'b1, x[22:14]} : {1'b0, x[22:14]};
    logic [23:0] gradient;  
    logic [25:0] delta_x;   
    logic [23:0] stage2_y_intersect;
    logic [23:0] stage3_y_intersect;
    reg  [23:0] stage23_y_intersect;
    assign gradient  = {1'b1, data_from_coe[35:23], 10'b0};
    assign delta_x     = (stage2_x[23:23] == 1'b0) ? {1'b1, stage2_x[22:0], 1'b0} : {2'b01, stage2_x[22:0]};
    assign stage2_y_intersect = {1'b1, data_from_coe[22:0]};
    logic [48:0] stage2_delta_y_l;
    logic [48:0] stage2_delta_y_h;
    logic [48:0] stage3_delta_y_l;
    logic [48:0] stage3_delta_y_h;
    reg   [48:0] stage23_delta_y_l;
    reg   [48:0] stage23_delta_y_h;
    assign stage2_delta_y_l = (gradient[16:10] * delta_x) << 10;
    assign stage2_delta_y_h = (gradient[23:17] * delta_x) << 17;
    logic [25:0] fsqrt_ans;
    logic [48:0] stage3_delta_y;
    assign stage3_delta_y = stage3_delta_y_h + stage3_delta_y_l;
    assign fsqrt_ans = {2'b00, stage3_y_intersect} + {1'b0, stage3_delta_y[48:24]};
    logic [31:0]  fsqrt_float;
    assign fsqrt_float = (fsqrt_ans[25:25] == 1'b1) ? {1'b0, 8'b01111111, 23'b1} :
                         (fsqrt_ans[24:24] == 1'b1) ? {1'b0, 8'b01111111, fsqrt_ans[23:1]} :
                                                      {1'b0, 8'b01111111, 23'b0} ;
    logic [7:0] return_e;
    logic [22:0] return_m;
    assign return_e = (stage3_x[23:23] == 1'b0) ? ((stage3_x[30:23])>>1) - 8'd64 + 8'd127  :  ((stage3_x[30:23]+1)>>1) - 8'd64 + 8'd127 ;   
    assign return_m = fsqrt_float[22:0];
    assign stage3_y = (stage3_x[31:31] == 1'b1) ? {32'b01111111111111111111111111111111} : {1'b0, return_e, return_m};
    assign stage2_valid = stage12_valid;
    assign stage2_x = stage12_x;
    assign stage3_valid = stage23_valid;
    assign stage3_x = stage23_x;
    assign stage3_delta_y_l = stage23_delta_y_l;
    assign stage3_delta_y_h = stage23_delta_y_h;
    assign stage3_y_intersect = stage23_y_intersect;
    assign y = stage34_y;
    assign out_valid = stage34_valid;
    always_ff @ (posedge sys_clk) begin
      if (~rstn) begin
          stage12_valid <= 1'b0;  
          stage23_valid <= 1'b0;  
          stage34_valid <= 1'b0;  
      end
      else begin 
          stage12_x <= x;
          stage12_valid <= stage1_valid;
          stage23_x <= stage2_x;
          stage23_delta_y_l <= stage2_delta_y_l;
          stage23_delta_y_h <= stage2_delta_y_h;
          stage23_y_intersect <= stage2_y_intersect;
          stage23_valid <= stage2_valid;
          stage34_y <= stage3_y;
          stage34_valid <= stage3_valid;
      end
   end
endmodule
==> design/flow/run.sh <==
#!/bin/bash
# OpenROAD 26Q1-2900-gdf79404cd8, Yosys 0.63+post, stock flow scripts
make -C /OpenROAD-flow-scripts/flow DESIGN_CONFIG=/design/flow/config.mk WORK_HOME=/design/flow/orfs finish
==> design/flow/config.mk <==
export PLATFORM = sky130hd
export DESIGN_NAME = fsqrt
export DESIGN_NICKNAME = fsqrt
export VERILOG_FILES = /design/flow/design.v
export SDC_FILE = /design/flow/constraint.sdc
export NUM_CORES = 4
export LEC_CHECK = 1
export CORE_UTILIZATION = 30
export SYNTH_HDL_FRONTEND = slang
export SYNTH_MEMORY_MAX_BITS = 65536
==> design/flow/constraint.sdc <==
current_design fsqrt

set clk_period 3.0
set clk_io_pct 0.2

create_clock -name clk0 -period $clk_period [get_ports {sys_clk}]

set non_clock_inputs [all_inputs -no_clocks]
set_input_delay [expr $clk_period * $clk_io_pct] -clock clk0 $non_clock_inputs
set_output_delay [expr $clk_period * $clk_io_pct] -clock clk0 [all_outputs]
==> results_dict.tcl <==
# place-and-route summary
set metrics [dict create \
    area_delta_synth_final_pct 22.57 \
    hpwlAfterDp_mm 1.833 \
    clk_latency_ns 0.28 \
    hold_viol 0 \
    cts_buffers 5 \
    diodes 0 \
    vias 1041 \
    rsz0062_at_grt "no" \
    grt_start_max_net_pins 31 \
    post_cts_buffers 0 \
    fin_crit_ns 2.434 \
    fin_total_pwr_mw 1.008 \
    ant_nets 0 \
    synth.avg_cell_area_um2 11.73 \
    yosys_warnings 0 \
    final_cell_mix "43 x clkdlybuf4s50_1, 27 x edfxtp_1, 11 x nor2_1, 6 x a21oi_1, 6 x clkbuf_8" \
    vias_per_cell 4.320 \
    grt_pass1_vias 868 \
    dr.pass1.iters 4 \
    placement.io_buffers 43 \
    dp_cells 233 \
    ys_sh_xor 0.03120 \
    mux_share 0.02903 \
    wl_per_cell_um 11.32 \
    final_cells 241 \
    clockPowerShare 0.334 \
    ctsHoldBuffers 0 \
    chipArea_mm2 0.006054 \
    synth.logic.top_family "buffers and inverters" \
    max-cap-violations 0 \
    ys_sh_aoi 0.1125 \
    drcViolationCount 0 \
    num-fill-cells 529 \
    setup-tns-final_ns 0 \
    fin_util 0.3838 \
    skew_ns 0.006708 \
    grt_overflow 0 \
    maxSlewHeadroom 0.6074 \
    ys_sh_adder 0.02903 \
    leakage_nw 0.7589 \
    gp_routability_congestion 0.8352 \
    report.final.slew_viol_count 0 \
    cts_max_path_buffers 2 \
    whs_ns 0.4181 \
    ys.flops 30 \
    fp_util 0.3131 \
    layout-drive-gt1-share 0.1183 \
    grt_pass1_wl_mm 4.333 \
    synth_chip_area_mm2 0.001724 \
    crit_type "reg2reg" \
    root_buffer "clkbuf_8" \
    status "complete, no violations" \
    grt.total_usage 0.09393 \
    vdd_drop_max_uv 296.3 \
    yosys.area.top_type_share 0.4702 \
    swShare 0.2365 \
    num_rows 27 \
    power_switching_mw 0.2385 \
    hold_path_class "reg2reg" \
    simple_gate_share 0.1401 \
    cp-end-kind "flop" \
    yosys.stat.seqShare 0.5051 \
    cts_sinks 30 \
    clkTransAtPathRegs_ns 0.07 \
    cellPowerDensity_mw_per_mm2 477.2 \
    final_common_cell "clkdlybuf4s50_1" \
    largest_area_cell "edfxtp_1" \
    synth_cell_types 41 \
    start_kind "flop" \
    cts_tree "done" \
    die_w_um 77.81 \
    fmax_mhz 410.8 \
    setup_violations 0 \
    tightestPinTransition_ns 0.5889 \
    finalCritPeriodShare 0.8115 \
    seqPwrFrac 0.514 \
    ys_cells 147 \
    h-tree-depth 2 \
    intPower_mw 0.7700 \
    routed_wl_mm 2.729 \
    netlist_area_mm2 0.001724 \
    drtIter0Drc 75 \
    core_mm2 0.005507 \
    synth_cells 147 \
    critPathRequiredTime_ns 3.04 \
    ios 68 \
    cp_max_fo 11 \
    combPwrFrac 0.151 \
    worst-endpoint-arrival_ns 2.48 \
    post_cts_resized 0 \
    warnings 49 \
    ys_top_cells_by_area "edfxtp_1 47%, buf_4 11%, dfxtp_1 3.5%, ha_1 2.9%, mux2i_1 2.9%" \
    antenna_found_initial 0 \
    die_height_um 77.81 \
]
metrics by stage:
| step | area (um2) | setup slack, ns |
|---|---|---|
| 2_1_floorplan | 1724 | 0.9820 |
| 6_report | 2113 | 0.5655 |
| 4_1_cts | 2113 | 0.5742 |
| 5_1_grt | 2113 | 0.4090 |
| 3_3_place_gp | 2018 | 0.6055 |
| 3_5_place_dp | 2018 | 0.5724 |
worst paths after layout:
| path | cells past startpoint | endpoint | startpoint | slack, ns |
|---|---|---|---|---|
| worst max-delay path | 6 | y[30] | stage23_x[25] | 0.57 |
| worst min-delay path | 0 | stage23_x[31] | stage12_x[31] | 0.42 |
| worst max register to register | 6 | y[30] | stage23_x[25] | 0.57 |
| worst min register to register | 0 | stage23_x[31] | stage12_x[31] | 0.42 |
power groups by stage:
stage	clock, mW	sequential (mW)	combinational [mW]
6_report	0.337	0.519	0.153
4_1_cts	0.348	0.519	0.155
5_1_grt	0.366	0.524	0.168
cell usage after synthesis:
| library cell | number |
|---|---|
| xnor2_4 | 1 |
| a32o_1 | 1 |
| nand4_1 | 2 |
| nor3_1 | 2 |
| nor2_1 | 11 |
| nand2_1 | 5 |
| dfxtp_1 | 3 |
| o211ai_1 | 2 |
| a32oi_1 | 1 |
| inv_1 | 5 |
| mux2i_1 | 5 |
| o311ai_0 | 1 |
| nor3_2 | 1 |
| a21oi_1 | 6 |
| a211oi_2 | 1 |
| o311ai_1 | 1 |
| nor3_4 | 1 |
| nor2b_1 | 5 |
| edfxtp_1 | 27 |
| and2_2 | 1 |
| or2_2 | 2 |
| and3_1 | 2 |
| o211a_1 | 1 |
| buf_4 | 25 |
| a31oi_1 | 1 |
| o21ai_0 | 1 |
| ha_1 | 4 |
| a21oi_2 | 1 |
| clkbuf_1 | 1 |
| a211oi_1 | 1 |
| a221oi_2 | 1 |
| a31o_1 | 1 |
| buf_2 | 1 |
| nand2b_1 | 3 |
| o211ai_4 | 1 |
| conb_1 | 1 |
| buf_6 | 4 |
| xnor2_1 | 3 |
| o2111ai_1 | 2 |
| nand3_1 | 5 |
| and2_1 | 4 |
area by class of cell:
| class | count | area [um2] | share of cell area |
|---|---|---|---|
| Sequential cell | 30 | 870.8 | 0.4121 |
| Multi-Input combinational cell | 81 | 593.1 | 0.2806 |
| Timing Repair Buffer | 45 | 445.4 | 0.2108 |
| Tap cell | 72 | 90.09 | 0.04263 |
| Clock buffer | 6 | 82.58 | 0.03908 |
| Inverter | 5 | 18.77 | 0.008881 |
| Clock inverter | 2 | 12.51 | 0.005921 |
flip-flops by register name, indices dropped and copies added (netlist names):
name	count
stage12_valid	1
stage23_x	9
stage23_valid	1
y	9
stage12_x	9
out_valid	1
routing by layer:
metal / vias to the layer above / GRT usage / routed length (um)
met1: 468 / 0.1504 / 1290
met4: 0 / 0.01887 / 60
met2: 24 / 0.1389 / 1274
met5: - / 0 / 0
li1: 542 / - / -
met3: 7 / 0.01673 / 104
critical path, cell delays in order (launching register included):
cell and delay [ns]:
edfxtp_1 0.62, ha_1 0.52, and3_1 0.29, o211ai_4 0.13
a221oi_2 0.32, o311ai_1 0.14, and2_1 0.18
logic make-up after synthesis:
logic type / after synthesis
other: 1
and+or+nand+nor: 44
DFF: 30
adders and majority gates: 4
xor gates and xnor gates: 4
buffers and inverters: 36
muxes: 5
AOI/OAI and AO/OA: 23
Power figures rest on the tool's default switching activity, not on a simulated workload.
